`./config.mk`:
```
export PLATFORM = sky130hd
export DESIGN_NAME = mult
export DESIGN_NICKNAME = mult
export VERILOG_FILES = /design/flow/design.v
export SDC_FILE = /design/flow/constraint.sdc
export NUM_CORES = 4
export LEC_CHECK = 1
export CORE_AREA = 10 10 70 70
export DIE_AREA = 0 0 80 80
```
`./constraint.sdc`:
```
current_design mult

set clk_period 6.5
set clk_io_pct 0.2

create_clock -name clk0 -period $clk_period

set non_clock_inputs [all_inputs -no_clocks]
set_input_delay [expr $clk_period * $clk_io_pct] -clock clk0 $non_clock_inputs
set_output_delay [expr $clk_period * $clk_io_pct] -clock clk0 [all_outputs]
```
`./design.v`:
```
module FA (
    input A, B, Cin,
    output  S, Cout
 );
 wire w1,w2,w3,w4,w5; 
   xor  (w4, A, B);
   xor  (S,w4,Cin);
   and  (w1,B , Cin);
   and  (w2,A , B);
   and  (w3,A , Cin);
   or (w5, w1,w2);
   or (Cout, w5,w3);
 endmodule
module HA (
    input A, B,
    output reg S, Cout
 );
 always @ ( A or B)
 begin
     {Cout, S} = A + B;
 end
 endmodule
module mult (
    input [3:0] a,b,
  output [7:0] P
);
wire Co11,Co21,Co22,Co31,Co32,Co33,Co41,Co42,Co43,Co51,Co52,Co61;
wire SUP20,SUP30,SUP31,SUP40,SUP41,SP50,SUP51;
wire SP00,SP01,SP02,SP03,SP10,SP11,SP12,SP13,SP20,SP21,SP22,SP23,SP30,SP31,SP32,SP33;
assign SP00 = a[0]&b[0];
assign SP01 = a[1]&b[0];
assign SP02 = a[2]&b[0];
assign SP03 = a[3]&b[0];
assign SP10 = a[0]&b[1];
assign SP11 = a[1]&b[1];
assign SP12 = a[2]&b[1];
assign SP13 = a[3]&b[1];
assign SP20 = a[0]&b[2];
assign SP21 = a[1]&b[2];
assign SP22 = a[2]&b[2];
assign SP23 = a[3]&b[2];
assign SP30 = a[0]&b[3];
assign SP31 = a[1]&b[3];
assign SP32 = a[2]&b[3];
assign SP33 = a[3]&b[3];
assign P[0] = SP00;
HA p0 (.A(SP01),.B(SP10),.S(P[1]),.Cout(Co11));
FA p21 (.A(SP02),.B(SP11),.Cin(Co11),.S(SUP20),.Cout(Co21));
HA p22 (.A(SP20),.B(SUP20) ,.S(P[2]),.Cout(Co22));
FA p31 (.A(SP03),.B(Co21), .Cin(Co22),.S(SUP30),.Cout(Co31));
FA p32 (.A(SP12),.B(SP21),.Cin(SP30),.S(SUP31),.Cout(Co32));
HA p33 (.A(SUP30),.B(SUP31),.S(P[3]),.Cout(Co33));
FA p41 (.A(Co31),.B(Co32),.Cin(Co33),.S(SUP40),.Cout(Co41));
FA p42 (.A(SP13),.B(SP22),.Cin(SP31),.S(SUP41),.Cout(Co42));
HA p43 (.A(SUP40),.B(SUP41),.S(P[4]),.Cout(Co43));
FA p51 (.A(Co41),.B(Co42),.Cin(Co43),.S(SUP50),.Cout(Co51));
FA p52 (.A(SP23),.B(SP32),.Cin(SUP50),.S(P[5]),.Cout(Co52)); 
FA p61 (.A(SP33),.B(Co51),.Cin(Co52),.S(P[6]),.Cout(Co61));
assign P[7] = Co61;
endmodule
```
`./run.sh`:
```
#!/bin/bash
# OpenROAD 26Q1-2900-gdf79404cd8, Yosys 0.63+post, stock flow scripts
make -C /OpenROAD-flow-scripts/flow DESIGN_CONFIG=/design/flow/config.mk WORK_HOME=/design/flow/orfs finish
```
==> results.ini <==
[routing]
drc=0
vias=297
wl_per_cell_um=8.452
firstDrtPassIters=2
diodes=0
wl_um=879
drtAntennaViolNets=0
vias_per_cell=2.856
drtIter0Drc=1

[flow_run]
maxCapViolCount=0
warnings=34

[synthesis]
ys_area_um2=392.9
top_area_share_pct=40.76
avgSynthCellArea_um2=8.929
top_area_cell=fa_1
synth.cell_area_um2=392.9
yosysUniqueCellTypes=6
yosys-top-cells-area=fa_1 41%, and2_1 21%, buf_4 15%
syn_inst=44
ys_cells=44
yosysWarnings=2
synth_seq_share_pct=0

[critical_path]
cpMostUsedCell=fa_1
critical_path.max_stage_delay_ps=520
cp.arrival_ps=5130
slowest_stage=fa_2
start_kind=primary input
worstSetupEndpointType=output pin
worstSetupPathType=primary input to output pin
worstPathCellList=buf_8, and2_4, ha_4, fa_1, ha_2, fa_1, ha_2, inv_2, fa_1, inv_1, ha_2, inv_2, fa_1, inv_1, fa_2, fa_2, buf_2
crit_buf_inv=6
worstPathMaxFanout=4
cp.required_ps=5200
cp_top_family=adder cells

[sta]
setup_violations=0
min_period_ps=6428
max_freq_mhz=155.6
worst_pin_slew_ps=128.7
slew_viol_final=0
timing.final.crit_share_pct=98.89
max_slew_margin_pct=91.39
fin_tns_setup_ps=0
rsz0062_at_grt=true
hold_viol_final=0

[hold_path]
hold_class=primary input to output pin

[placed_design]
gp_congestion=0.8421
placed_cells=104
dp_hpwl_um=831.5
portBuffers=16

[power]
ir_drop_v=0.00001212
leakage_nw=0.2729
p_per_area_nw_per_um2=75.14

[finish]
nFlopsAndLatches=0
clkbuf_count=0
area_growth_syn_to_layout_pct=56.69
instances_no_fill=104
layout_top_cells=9 x and2_1, 8 x clkdlybuf4s50_1, 6 x inv_1, 6 x fa_1, 6 x buf_4
fill_cells=385
regArea_um2=0
final_common_cell=and2_1
drive_gt1_share_pct=41.38

[floorplanning]
fp.dieW_um=80
fp.dieH_um=80
pin_count=16
rows=21
fp-utilization_pct=11.50
chipArea_um2=6400
core-area_um2=3416

[global_routing]
grt_max_degree=5
track_usage_pct=3.098
grt_pass1_wl_um=1649
grt_pass1_vias=371
antenna_found_initial=0
grt_overflow_total=0

[status]
status=finished, final reports clean

[clock_tree]
hold_buffers=0

## synthesized netlist by cell type (all sizes together)
cell / number
and2: 13
buf: 8
fa: 8
ha: 4
inv: 8
nand2: 3
## cell families after synthesis
logic type	synth area share, %
and+or+nand+nor	23.57
buffers and inverters	22.93
adders and majority gates	53.50
## worst paths after layout
check,from,slack (ps),cells past startpoint,to
setup / recovery,b[1],70,17,P[6]
hold / removal,b[0],3240,3,P[0]
## through the flow
stage | setup WS [ps] | total power [mW] | area [µm²] | util, % | hold WS (ps)
after floorplan | 138.4 | 0.02837 | 392.9 | - | 2776
after detailed placement | -815.1 | 0.04857 | 595.6 | 17.44 | 3603
after global routing | -107.2 | 0.05627 | 615.6 | 18.02 | 3279
final | 71.84 | 0.04626 | 615.6 | 18.02 | 3236
after global placement | -806.1 | 0.04881 | 595.6 | 17.44 | 3616
after CTS | -137.1 | 0.04775 | 613.1 | 17.95 | 3360
## final cells by class
cell class / count / area, µm² / share of cell area [%]
multi-input combinational: 28 / 337.8 / 54.88
timing repair buffer: 22 / 190.2 / 30.89
inverter: 8 / 30.03 / 4.878
tap: 46 / 57.56 / 9.350
## repair_timing
action / 4_1_cts / 5_1_grt
resized: 30 / 11
endpoints found under the setup margin: 3 / 3
pin swaps: 10 / 3
buffers inserted: 0 / 0
## where the power goes
part           internal [mW]  total, mW  switching [mW]
registers                  0          0               0
logic                 0.0303     0.0463          0.0160
clock network              0          0               0
total                 0.0303     0.0463          0.0160
## metal layers
layer,global-route usage [%],vias up,part of all wire (%)
met5,0,-,0
met4,0,0,0
met3,1.136,0,10
met2,6.260,5,59
met1,3.043,143,31
li1,-,149,-
No activity file was given, so power comes from the tool's default toggle rates.
