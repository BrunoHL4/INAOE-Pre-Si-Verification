==> design/flow/design.v <==
module ALU #(parameter M=32)
(
           input  [M-1:0] A,B,  	 
           input  [3:0] ALU_Sel,	 
           output [M-1:0] ALU_Out);  
    reg  	[31:0] ALU_Result;
    assign 	ALU_Out = ALU_Result;  
    always @(*)
    begin
        case(ALU_Sel)
        4'b0000: 									 
           ALU_Result = A + B ; 
        4'b0001: 									 
           ALU_Result = A - B ;
        4'b0010: 								    
           ALU_Result = A * B;
        4'b0011: 								    
           ALU_Result = A/B;
        4'b0100: 									 
           ALU_Result = A<<1;
        4'b0101: 									 
           ALU_Result = A>>1;
        4'b0110: 									 
           ALU_Result = A & B;
        4'b0111: 									 
           ALU_Result = A | B;
        4'b1000: 									 
           ALU_Result = A ^ B;
        4'b1001: 									 
           ALU_Result = ~(A | B);
        4'b1010: 									 
           ALU_Result = ~(A & B);
        4'b1011: 									 
           ALU_Result = ~(A ^ B); 
          default: ALU_Result = A + B ; 
        endcase
    end
endmodule
==> design/flow/run.sh <==
#!/bin/bash
# OpenROAD 26Q1-2900-gdf79404cd8, Yosys 0.63+post, stock flow scripts
make -C /OpenROAD-flow-scripts/flow DESIGN_CONFIG=/design/flow/config.mk WORK_HOME=/design/flow/orfs finish
==> design/flow/config.mk <==
export PLATFORM = sky130hd
export DESIGN_NAME = ALU
export DESIGN_NICKNAME = ALU
export VERILOG_FILES = /design/flow/design.v
export SDC_FILE = /design/flow/constraint.sdc
export NUM_CORES = 4
export LEC_CHECK = 1
export CORE_UTILIZATION = 30
==> design/flow/constraint.sdc <==
current_design ALU

set clk_period 334.5
set clk_io_pct 0.2

create_clock -name clk0 -period $clk_period

set non_clock_inputs [all_inputs -no_clocks]
set_input_delay [expr $clk_period * $clk_io_pct] -clock clk0 $non_clock_inputs
set_output_delay [expr $clk_period * $clk_io_pct] -clock clk0 [all_outputs]
==> Changelog: implementation <==
### Implementation results

* Outcome: finished clean
* Post-route setup slack at 116580 ps
* Pre-CTS setup slack at 117970 ps
* IO Port Bufs at 100
* Vertical die size at 406 um
* Crit path DRT at 267600 ps
* Initial antenna violation count at 16
* ANT nets after route at 0
* Critical Path Stages at 299
* Setup bufs post-CTS at 0
* CP max stage delay at 900 ps
* Critical Path Fanout Max at 41
* HPWL Detailed at 189000 um
* Pwr Density at 9.37 nW/um2
* Critical Path Source: B[4]
* Setup Viol. Count Final at 0
* Worst setup SP type: input port
* RSZ-0062 raised after global routing: no
* CORE AREA at 161000 um2
* Actual slew at the worst max-slew pin at 1230 ps
* Worst path buffer plus inverter count at 22
* Critical path endpoint category: output pin
* Top cell family by delay on the critical path: AND-OR/OR-AND gates
* Post-synth top cells: nand2_1 (920), ha_1 (753), inv_1 (669), nor2_1 (590), a21oi_1 (459)
* Max Cap Viol at 0
* Syn Area/Cell at 7.21 um2
* Pin count of the biggest net entering global routing at 60
* Fmax achieved at 4.59 MHz
* Flop count at 0
* Via density at 5.84
* GRT Overall Usage at 29.1%
* Static leakage power at 24.9 nW
* Post-Place Cell Area at 53000 um2
* Vias in the first global route at 49800
* Switching power total at 0.302 mW
* FILL cells at 17100
* Post-synth area hogs: ha_1 (19%), fa_1 (17%), nand2_1 (7.1%)
* Most frequent cell after synthesis: nand2_1
* DR iter-0 viols at 4750
* Post-Synthesis Cells at 6785
* Drt pass-1 iters at 8
* Residual DRC count at 0
* Syn-to-layout area delta at 8.40%
* Slew Limit Fails at 0
* Design area at 53000 um2
* Worst Setup EP: ALU_Out[0]
* Final Hold Vio Count at 0
* Setup CP Type: in -> out
* TNS Setup at 0 ps
* Init Core Util at 30.4%
* Tally of OpenROAD warnings at 71
* Clock Buffer Count at 0
* Synth unique cells at 104
* Ports at 100
* Min-Delay Path Class: in -> out
* Peak supply drop at 33.0 uV
* Cell row count at 147
* Via count at 52300
* Post-cts hold buffer count at 0
* Grt total ovfl at 0
* Routability cong. at 1.07
* Wirelength per Cell at 26.5 um
* Final Critical Period at 217920 ps
* CP max stage cell: a2111oi_0
* Yosys Instances at 6785
* Sw frac at 60.8%
* YS chip area at 48900 um2
* Cts repair resizes at 0
* Most common cell on crit path: ha_1
* Global-route wire length before repair at 341000 um
* Share of cells above drive strength 1 at 6.13%
* Die Size at 165000 um2
* Synth area leader: ha_1
* Synth Seq Share at 0%
* Die X at 406 um
* Worst EP arrival at 151020 ps
* Final worst-path cycle share at 65.1%
* Drt total wl at 237000 um
* Post-Syn Area at 48900 um2
* Internal Power at 0.195 mW
* FF+latch area at 0 um2
* Yosys warns at 1
* Slew headroom at 17.2%
* Max-area cell share at 19.3%
## metal layers
metal  track usage, %  share of wire (%)
met3             10.3                 12
met2             42.6                 42
met4             11.5                5.2
met1             39.2                 41
met5           0.0595              0.037
## layout make-up
cell class / instances / area (um2) / share of cell area (%)
antenna: 5 / 12.5 / 0.0236
timing repair buffer: 293 / 2410 / 4.55
multi-input combinational: 5819 / 45300 / 85.5
tap: 2160 / 2700 / 5.10
inverter: 679 / 2550 / 4.81
## cells in the final DEF, fill, tap and decap left out, types with 34 or more instances in the layout
master,n
a211oi_1,46
a21o_1,168
a21oi_1,457
a221oi_1,36
a31oi_1,67
and2_1,48
and3_1,34
buf_4,192
clkdlybuf4s50_1,93
fa_1,409
ha_1,753
inv_1,659
mux2_2,67
mux2i_1,47
nand2_1,920
nand2b_1,66
nand3_1,115
nand4_1,63
nor2_1,588
nor2b_1,63
nor3_1,161
nor4_1,39
o211ai_1,61
o21a_1,136
o21ai_0,316
o21bai_1,40
o31ai_1,45
or2_2,42
or3_1,68
xnor2_1,316
xor2_1,158
## power groups by stage
stage	Combinational [mW]	Sequential, mW	Clock [mW]
CTS	0.487	0	0
global route	0.546	0	0
## worst min-delay path, cell delays in order
cell	delay (ps)
buf_2	210
or4_1	200
nor4_4	110
nand3_1	140
o21ai_0	140
a21oi_1	130
a21oi_1	80
clkdlybuf4s50_1	400
## per-stage QoR
stage	util (%)	hold slack [ps]	cells	total power [mW]
2_1_floorplan	-	134010	6785	0.332
3_3_place_gp	32.9	135210	8949	0.486
3_5_place_dp	32.9	135190	8950	0.484
4_1_cts	32.9	135210	8950	0.487
5_1_grt	32.9	135320	8951	0.546
6_report	32.9	135230	8956	0.497
## worst min-delay path by stage
stage / start / to / slack (ps) / depth (start not counted)
final: B[7] / ALU_Out[29] / 135230 / 8
after global routing: B[7] / ALU_Out[29] / 135320 / 8
after CTS: B[7] / ALU_Out[29] / 135210 / 8
## kinds of logic after synthesis
group | Yosys count | share of synthesized area [%]
xor+xnor | 474 | 8.49
compound gates | 1781 | 24.2
buf+inv | 966 | 7.50
mux | 115 | 2.54
fa+ha+maj | 1162 | 36.0
simple gates | 2287 | 21.3
Power and IR drop assume default switching activity.
