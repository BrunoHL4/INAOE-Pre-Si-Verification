<file path="flow/run.sh">
#!/bin/bash
# OpenROAD 26Q1-2900-gdf79404cd8, Yosys 0.63+post, stock flow scripts
make -C /OpenROAD-flow-scripts/flow DESIGN_CONFIG=/design/flow/config.mk WORK_HOME=/design/flow/orfs finish
</file>
<file path="flow/config.mk">
export PLATFORM = sky130hd
export DESIGN_NAME = file_Reg
export DESIGN_NICKNAME = file_Reg
export VERILOG_FILES = /design/flow/design.v
export SDC_FILE = /design/flow/constraint.sdc
export NUM_CORES = 4
export LEC_CHECK = 1
export CORE_UTILIZATION = 50
</file>
<file path="flow/constraint.sdc">
current_design file_Reg

set clk_period 5.4
set clk_io_pct 0.2

create_clock -name clk0 -period $clk_period [get_ports {clk}]

set non_clock_inputs [all_inputs -no_clocks]
set_input_delay [expr $clk_period * $clk_io_pct] -clock clk0 $non_clock_inputs
set_output_delay [expr $clk_period * $clk_io_pct] -clock clk0 [all_outputs]
</file>
<file path="flow/design.v">
module file_Reg(  
      input                    clk,                    
      input                    rst,                     
      input                    FR_WE,                   
      input          [4:0]     FR_Waddr,                
      input          [7:0]     FR_Wdata,                
      input          [4:0]     FR_RAddr_1,              
      output         [7:0]     FR_Rdata_1,             
      input          [4:0]     FR_RAddr_2,  
      output         [7:0]     FR_Rdata_2  
 );  
      reg     [7:0] reg_File [31:0];       
      integer i;     
  always @ (posedge clk or negedge rst) begin   
    if(~rst) begin  
             for( i=0; i<32; i=i+1) 
               reg_File[i] = i;
             end  
           else begin  
                if(FR_WE) begin                         
                     reg_File[FR_Waddr] <= FR_Wdata;    
                end  
           end  
      end  
  assign FR_Rdata_1 = reg_File[FR_RAddr_1];
  assign FR_Rdata_2 = reg_File[FR_RAddr_2];
 endmodule
</file>
==> flow_summary.html <==
<!-- implementation run metrics -->
<table>
<tr><th>Metric</th><th>Value</th></tr>
<tr><th colspan="2">Placement</th></tr>
<tr><td>Post-place setup slack</td><td>about 0.064 ns</td></tr>
<tr><td>I/O Buffers</td><td>between 40 and 50</td></tr>
<tr><td>Dpl hpwl</td><td>about 50 mm</td></tr>
<tr><td>Placed standard-cell area</td><td>between 0.015 and 0.02 mm^2</td></tr>
<tr><td>Global placement routability congestion</td><td>approximately 1.2</td></tr>
<tr><th colspan="2">Layout</th></tr>
<tr><td>Area Growth Syn to Fin</td><td>17.4%</td></tr>
<tr><td>Share of cells above drive strength 1</td><td>between 30 and 40%</td></tr>
<tr><td>Number of flip-flops under the largest register name</td><td>about 260</td></tr>
<tr><td>Area of all placed cells without fillers</td><td>approximately 0.016 mm^2</td></tr>
<tr><td>Largest registers ranked by flip-flop count</td><td>reg_File (256)</td></tr>
<tr><td>Largest register by flop count</td><td>reg_File</td></tr>
<tr><th colspan="2">Synth</th></tr>
<tr><td>Post-synthesis cell type with the largest combined area</td><td>dfrtp_1</td></tr>
<tr><td>Cell count in the Yosys report</td><td>1255</td></tr>
<tr><td>Register share after synthesis</td><td>46.5%</td></tr>
<tr><td>Chip Area, Yosys</td><td>0.0140 mm^2</td></tr>
<tr><td>Yosys aoi share</td><td>about 15%</td></tr>
<tr><td>Main flop type after synthesis</td><td>dfrtp_1</td></tr>
<tr><td>Yosys xor share</td><td>0%</td></tr>
<tr><td>Share of synthesized area spent on multiplexers</td><td>23.2%</td></tr>
<tr><td>Commonest cells in the netlist</td><td>mux2_2 (261), dfrtp_1 (176), a22oi_1 (111), nor2_1 (87), dfstp_2 (80)</td></tr>
<tr><td>Post-synth EDFFs</td><td>0</td></tr>
<tr><td>Synthesized area</td><td>approximately 0.014 mm^2</td></tr>
<tr><td>Cell with the most instances after synthesis</td><td>mux2_2</td></tr>
<tr><td>Synth flops</td><td>between 200 and 300</td></tr>
<tr><td>Mean area per synthesized cell</td><td>between 10 and 15 um^2</td></tr>
<tr><td>Distinct cells, synth</td><td>approximately 62</td></tr>
<tr><td>Area fraction in and, or, nand and nor cells</td><td>approximately an eighth</td></tr>
<tr><td>Synth Instances</td><td>approximately 1300</td></tr>
<tr><td>Fraction of the mapped netlist area in adder cells</td><td>0%</td></tr>
<tr><td>FFs w/ async S/R, synth</td><td>roughly 100%</td></tr>
<tr><td>Synth top area cells</td><td>dfrtp_1 (31%), mux2_2 (21%), dfstp_2 (15%), a22oi_1 (6.0%), nor2_1 (2.3%)</td></tr>
<tr><td>Yosys top cell area share</td><td>approximately a third</td></tr>
<tr><td>Logic family by area</td><td>multiplexers</td></tr>
<tr><td>Warnings from Yosys</td><td>2</td></tr>
<tr><th colspan="2">Clock tree</th></tr>
<tr><td>Clock tree from TritonCTS</td><td>yes</td></tr>
<tr><td>Root buf cell</td><td>clkbuf_16</td></tr>
<tr><td>Setup repair bufs after CTS</td><td>0</td></tr>
<tr><td>H-tree Lvls</td><td>1</td></tr>
<tr><td>CTS buffer count</td><td>26</td></tr>
<tr><td>Clock latency of the later-clocked register in the worst-skew pair</td><td>between 0.5 and 0.6 ns</td></tr>
<tr><td>Sink Count</td><td>approximately 260</td></tr>
<tr><td>Maximum number of buffers from clock root to sink</td><td>3</td></tr>
<tr><td>Clock transition at the register clock pins on the worst setup and hold paths after CTS</td><td>about 0.070 ns</td></tr>
<tr><th colspan="2">Flow run</th></tr>
<tr><td>Count of maximum capacitance violations</td><td>0</td></tr>
<tr><td>Number of logged tool warnings</td><td>28</td></tr>
<tr><th colspan="2">Timing</th></tr>
<tr><td>Max-slew headroom at the worst pin</td><td>26.4%</td></tr>
<tr><td>Unrepaired setup endpoints after global routing</td><td>false</td></tr>
<tr><td>Least setup slack across all paths after layout</td><td>-0.0141 ns</td></tr>
<tr><td>Worst-case hold slack</td><td>0.538 ns</td></tr>
<tr><td>Total negative slack</td><td>-0.0141 ns</td></tr>
<tr><td>Fraction of the cycle the final worst path needs</td><td>100%</td></tr>
<tr><td>Clk_skew</td><td>0 ns</td></tr>
<tr><td>Setup Viol. Count Final</td><td>1</td></tr>
<tr><td>Minimum clock period</td><td>between 5 and 6 ns</td></tr>
<tr><td>Slew Limit Fails</td><td>0</td></tr>
<tr><td>Final hold vios</td><td>0</td></tr>
<tr><td>Transition time of the tightest slew-check pin</td><td>around 1.1 ns</td></tr>
<tr><td>Max Fclk</td><td>~0.18 GHz</td></tr>
<tr><th colspan="2">Min path</th></tr>
<tr><td>Launch point of the worst hold path</td><td>reg_File[19][3]$_DFFE_PN0P_</td></tr>
<tr><td>Hold WC Path Type</td><td>flop to flop</td></tr>
<tr><td>Worst Hold Endpoint</td><td>reg_File[19][3]$_DFFE_PN0P_</td></tr>
<tr><td>Number of instances on the worst hold path</td><td>1</td></tr>
<tr><th colspan="2">Drt</th></tr>
<tr><td>Total vias in the final route</td><td>approximately 13000</td></tr>
<tr><td>First-pass detailed-route iteration total</td><td>7</td></tr>
<tr><td>Final ANT Viol Nets</td><td>0</td></tr>
<tr><td>Wirelength per Cell</td><td>40.2 um</td></tr>
<tr><td>Vias per inst</td><td>7.27</td></tr>
<tr><td>DRT iter0 DRCs</td><td>around 1500</td></tr>
<tr><td>Number of remaining DRC errors</td><td>0</td></tr>
<tr><td>Final Routed Wirelength</td><td>roughly 71 mm</td></tr>
<tr><th colspan="2">Critical path</th></tr>
<tr><td>Max FO, Critical Path</td><td>8</td></tr>
<tr><td>Critical path buffers and inverters</td><td>3</td></tr>
<tr><td>Cell-by-cell listing of the critical path</td><td>clkdlybuf4s50_1, nand2b_1, nor2_1, buf_4, a32oi_1, nand4_1, nor3_1, a21oi_1, clkdlybuf4s50_1</td></tr>
<tr><td>R2R cell count</td><td>1</td></tr>
<tr><td>Worst r2r dst</td><td>reg_File[7][4]$_DFFE_PN0P_</td></tr>
<tr><td>Classification of the worst setup path</td><td>primary input to primary output</td></tr>
<tr><td>Critical path arrival</td><td>4.33 ns</td></tr>
<tr><td>Required time worst endpoint</td><td>around 4.3 ns</td></tr>
<tr><td>Register-to-register path setup slack</td><td>~4.5 ns</td></tr>
<tr><td>Critical path's largest stage delay</td><td>around 0.86 ns</td></tr>
<tr><td>Kind of cell adding the most delay to the critical path</td><td>buffers and inverters</td></tr>
<tr><td>Startpoint Class</td><td>primary input</td></tr>
<tr><td>Slowest stage cell on the critical path</td><td>nor2_1</td></tr>
<tr><td>Capturing element type of the critical path</td><td>primary output</td></tr>
<tr><td>R2R Path Start</td><td>reg_File[7][4]$_DFFE_PN0P_</td></tr>
<tr><td>Most used cell, CP</td><td>clkdlybuf4s50_1</td></tr>
<tr><th colspan="2">Die</th></tr>
<tr><td>I/O pins</td><td>between 40 and 50</td></tr>
<tr><td>Core Area</td><td>0.0272 mm^2</td></tr>
<tr><td>Floorplan core density</td><td>between 50 and 60%</td></tr>
<tr><td>Chip area</td><td>0.0287 mm^2</td></tr>
<tr><td>Die Width</td><td>roughly 170 um</td></tr>
<tr><td>Row Count</td><td>60</td></tr>
<tr><td>Die height</td><td>169 um</td></tr>
<tr><th colspan="2">Global routing</th></tr>
<tr><td>GRT Overall Usage</td><td>53.6%</td></tr>
<tr><td>Antenna violations before repair</td><td>1</td></tr>
<tr><td>Wire length of the first global-routing pass</td><td>98.9 mm</td></tr>
<tr><td>Pin count of the biggest net entering global routing</td><td>between 100 and 150</td></tr>
<tr><td>GRT overflow</td><td>0</td></tr>
<tr><td>Vias in the first global route</td><td>approximately 13000</td></tr>
<tr><th colspan="2">Status</th></tr>
<tr><td>Outcome</td><td>complete, but fails checks</td></tr>
<tr><td>Violations in the final reports</td><td>negative setup slack</td></tr>
<tr><th colspan="2">Power</th></tr>
<tr><td>Max rail drop VDD</td><td>around 0.36 mV</td></tr>
<tr><td>Leakage power total</td><td>6.88 nW</td></tr>
<tr><td>Power per cell area</td><td>341 mW/mm^2</td></tr>
</table>
[routing by layer]
metal | vias up | global-route usage [%] | wire length [um] | share of wire, %
li1 | 5096 | - | - | -
met1 | 6381 | 69.0 | 25100 | 35
met2 | 1111 | 69.0 | 28000 | 39
met3 | 344 | 32.8 | 12200 | 17
met4 | 8 | 32.1 | 6040 | 8.4
met5 | - | 3.83 | 175 | 0.24
[cells in the final DEF (no fill, tap or decap), drive strengths merged, types with 5 or more instances in the layout]
master         netlist  routed
dfstp               80      80
a22oi              111     111
nand3b               8       8
nor2                87      87
o21ai               16      16
nor4                10      10
mux2i               28      28
o22ai                7       7
clkdlybuf4s50        0      36
nor3b               10      10
a31oi                9       9
a221oi              16      16
clkinv               0       5
nand2               63      63
a22o                25      25
nand2b              16      16
nand4               26      26
and2                 7       7
or2                  5       5
or3                  6       6
clkbuf              49      40
nand3               18      18
inv                  7       7
a21oi               34      34
buf                 34     150
o211ai               5       5
and3                 6       6
nor3                45      45
a211oi               6       6
nor2b               18      18
mux2               261     261
dfrtp              176     176
a32oi               16      16
[power by group]
part | leakage, nW | internal, mW | switching [mW]
registers | 3.08 | 2.38 | 0.464
clock network | 0.400 | 1.01 | 0.768
logic | 3.39 | 0.502 | 0.477
total | 6.88 | 3.89 | 1.71
[metrics by stage]
stage	power [mW]	util, %	std cells
after floorplan	3.21	-	1255
after global placement	3.77	57.4	1730
after detailed placement	3.79	57.4	1730
after CTS	5.56	60.5	1778
after global routing	5.76	60.5	1778
final	5.60	60.5	1779
[cells by family after synthesis]
kind of cell / after synthesis
buffers and inverters: 90
multiplexers: 290
AND-OR/OR-AND: 282
flip-flops: 256
AND/OR/NAND/NOR: 337
[how the worst max path moves through the flow]
stage,from,to,slack [ns],depth (start not counted)
CTS,FR_RAddr_2[3],FR_Rdata_2[3],0.09,9
finish,FR_RAddr_2[3],FR_Rdata_2[3],-0.01,9
global route,FR_RAddr_2[3],FR_Rdata_2[3],0.06,9
[repair_timing]
action,CTS,global route
resized,1,0
endpoints found under the setup margin,1,0
hold buffers,0,0
[cell type report]
class,count,area (um^2)
antenna,1,2.50
clock buffer,40,754
clock inverter,8,73.8
fill,2218,10700
inverter,7,26.3
multi-input combinational,909,7100
sequential,256,6510
tap,372,465
timing repair buffer,186,1510
Power and IR drop assume default switching activity.
